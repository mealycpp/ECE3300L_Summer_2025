==> design/flow/design.v <==
`timescale 1ns / 1ps
module decoder4x16_behav(
    input      [3:0]  A,
    input             E,
    output reg [15:0] Y
);
always @(*) begin
    Y = 16'b0;                
    if (E) begin              
        case (A)
            4'b0000: Y = 16'b0000_0000_0000_0001;  
            4'b0001: Y = 16'b0000_0000_0000_0010;  
            4'b0010: Y = 16'b0000_0000_0000_0100;  
            4'b0011: Y = 16'b0000_0000_0000_1000;  
            4'b0100: Y = 16'b0000_0000_0001_0000;  
            4'b0101: Y = 16'b0000_0000_0010_0000;  
            4'b0110: Y = 16'b0000_0000_0100_0000;  
            4'b0111: Y = 16'b0000_0000_1000_0000;  
            4'b1000: Y = 16'b0000_0001_0000_0000;  
            4'b1001: Y = 16'b0000_0010_0000_0000;  
            4'b1010: Y = 16'b0000_0100_0000_0000;  
            4'b1011: Y = 16'b0000_1000_0000_0000;  
            4'b1100: Y = 16'b0001_0000_0000_0000;  
            4'b1101: Y = 16'b0010_0000_0000_0000;  
            4'b1110: Y = 16'b0100_0000_0000_0000;  
            4'b1111: Y = 16'b1000_0000_0000_0000;  
        endcase
    end
end
endmodule
==> design/flow/run.sh <==
#!/bin/bash
# OpenROAD 26Q1-2900-gdf79404cd8, Yosys 0.63+post, stock flow scripts
make -C /OpenROAD-flow-scripts/flow DESIGN_CONFIG=/design/flow/config.mk WORK_HOME=/design/flow/orfs finish
==> design/flow/config.mk <==
export PLATFORM = sky130hd
export DESIGN_NAME = decoder4x16_behav
export DESIGN_NICKNAME = decoder4x16_behav
export VERILOG_FILES = /design/flow/design.v
export SDC_FILE = /design/flow/constraint.sdc
export NUM_CORES = 4
export LEC_CHECK = 1
export CORE_AREA = 10 10 70 70
export DIE_AREA = 0 0 80 80
==> design/flow/constraint.sdc <==
current_design decoder4x16_behav

set clk_period 1.5
set clk_io_pct 0.2

create_clock -name clk0 -period $clk_period

set non_clock_inputs [all_inputs -no_clocks]
set_input_delay [expr $clk_period * $clk_io_pct] -clock clk0 $non_clock_inputs
set_output_delay [expr $clk_period * $clk_io_pct] -clock clk0 [all_outputs]
==> impl_metrics.env <==
# physical design summary
export IMPL_endpoint_kind="output pin"
export IMPL_fin_crit_ps=1440
export IMPL_status="completed"
export IMPL_cp_arrival_ps=1140
export IMPL_seq_area_frac_synth_pct=0
export IMPL_maxCapViolCount=0
export IMPL_ys_area_sq_um=120
export IMPL_cp_required_ps=1200
export IMPL_dr_total_vias=293
export IMPL_viasPerCell=2.90
export IMPL_syn_to_final_growth_pct=302
export IMPL_ff_count=0
export IMPL_wl_microns=1020
export IMPL_portBuffers=21
export IMPL_syn_inst=23
export IMPL_n_clock_buffer=0
export IMPL_cp_start_kind="input pin"
export IMPL_die_h_microns=80
export IMPL_fillers=404
export IMPL_critPathMaxFanout=4
export IMPL_io_pin_count=21
export IMPL_syn_area_sq_um=120
export IMPL_grt_first_pass_wirelength_microns=1510
export IMPL_grt_overflow=0
export IMPL_dieArea_sq_um=6400
export IMPL_cellPowerDensity_nw_per_um2=158
export IMPL_setup_viol=0
export IMPL_synth_avg_cell_area_sq_um=5.22
export IMPL_hold_class="in2out"
export IMPL_yosys_stat_cells=23
export IMPL_rsz0062_at_grt="no"
export IMPL_chipWidth_microns=80
export IMPL_warnings=32
export IMPL_finish_utilization_pct=14.1
export IMPL_top_area_share_pct=34.4
export IMPL_antenna_diode_count=0
export IMPL_ys_types=9
export IMPL_slew_violations=0
export IMPL_fp_coreArea_sq_um=3420
export IMPL_worst_pin_slew_ps=168
export IMPL_dp_hpwl_microns=824
export IMPL_finalClockPeriodUsage_pct=95.9
export IMPL_fmax_mhz=695
export IMPL_final_layout_size_suffix_gt1_share_pct=60.0
export IMPL_final_antenna_net_count=0
export IMPL_grt_antenna_before_repair=0
export IMPL_place_area_sq_um=410
export IMPL_hold_buffers=0
export IMPL_relSlewSlack_pct=88.8
export IMPL_place_congestion=0.709
export IMPL_grt_usage_pct=2.96
export IMPL_area_leaders="nor2_1 (34%), nor3_1 (13%), nand3b_1 (13%)"
export IMPL_ys_warn_count=1
export IMPL_logic_area_sq_um=170
export IMPL_hold_viol=0
export IMPL_leakagePower_uw=0.000233
export IMPL_routedWlPerCell_microns=10.0
export IMPL_fin_area_sq_um=483
export IMPL_fp_utilization_pct=3.52
export IMPL_drt_initial_drc_count=5
export IMPL_setup_tns_ps=0
export IMPL_synth_largest_area_cell="nor2_1"
export IMPL_first_pass_iters=2
export IMPL_critical_path_class="in2out"
export IMPL_regArea_sq_um=0
export IMPL_drc_errors=0
export IMPL_grt_max_degree=5
export IMPL_grt_pass1_vias=291
export IMPL_ir_drop_v=0.0000315
export IMPL_fp_row_count=21
-- stage by stage --
step           power [uW]  hold slack [ps]  setup slack, ps  cells
2_1_floorplan        14.6              613              418     23
5_1_grt              82.8             1000             7.42    101
4_1_cts              73.4              978             22.1    101
6_report             76.4              979             61.5    101
3_3_place_gp         57.4             1670             -607     93
3_5_place_dp         57.9             1660             -613     93
-- critical path, cell delays in order --
cell,delay (ps)
buf_4,130
or3b_4,390
buf_6,130
nor2_1,80
buf_2,110
-- kinds of logic after synthesis --
group,count (synthesis),share of synthesized area [%]
simple gates,23,100
-- synthesized netlist by cell type (all sizes together) --
cell,n
nor2,12
nand3b,2
nand2,1
nor3,4
nand3,1
nand2b,2
or3b,1
-- metal layers --
metal | track usage (%) | wire (microns) | up-vias
met4 | 0 | 0 | 0
met1 | 2.97 | 335 | 138
met3 | 0.909 | 129 | 0
met5 | 0 | 0 | -
li1 | - | - | 144
met2 | 6.02 | 550 | 11
-- worst paths after layout --
check,startpoint,end,cells after the start
max,A[2],Y[9],5
min,A[0],Y[1],4
-- final cells by class --
class / count / area share, %
Multi-Input combinational cell: 23 / 35.2
Tap cell: 46 / 11.9
Timing Repair Buffer: 32 / 52.8
-- power by group --
part | switching, uW | total [uW] | internal (uW)
registers | 0 | 0 | 0
logic | 33.7 | 76.4 | 42.8
clock network | 0 | 0 | 0
-- cell usage in the layout (no fill, tap or decap) --
cell type        instances
dlygate4sd2_1            9
nor2_1                   8
buf_4                    8
buf_2                    7
buf_6                    5
nor2_2                   4
nor3_2                   4
nand2b_4                 2
nand3b_1                 2
clkdlybuf4s15_1          2
nand3_4                  1
nand2_1                  1
or3b_4                   1
clkbuf_2                 1
-- repair_timing --
action                                 in CTS  in global routing
gates resized                              59                  7
endpoints found under the hold margin       0                  0
pin swaps                                  13                  2
setup buffers                               8                  1
setup endpoints to repair                  16                  8
Power and IR drop assume default switching activity.
