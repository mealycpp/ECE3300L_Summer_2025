[flow/run.sh]
#!/bin/bash
# OpenROAD 26Q1-2900-gdf79404cd8, Yosys 0.63+post, stock flow scripts
make -C /OpenROAD-flow-scripts/flow DESIGN_CONFIG=/design/flow/config.mk WORK_HOME=/design/flow/orfs finish
[flow/config.mk]
export PLATFORM = sky130hd
export DESIGN_NAME = decoder4x16_gate
export DESIGN_NICKNAME = decoder4x16_gate
export VERILOG_FILES = /design/flow/design.v
export SDC_FILE = /design/flow/constraint.sdc
export NUM_CORES = 4
export LEC_CHECK = 1
export CORE_AREA = 10 10 70 70
export DIE_AREA = 0 0 80 80
[flow/constraint.sdc]
current_design decoder4x16_gate

set clk_period 1.4
set clk_io_pct 0.2

create_clock -name clk0 -period $clk_period

set non_clock_inputs [all_inputs -no_clocks]
set_input_delay [expr $clk_period * $clk_io_pct] -clock clk0 $non_clock_inputs
set_output_delay [expr $clk_period * $clk_io_pct] -clock clk0 [all_outputs]
[flow/design.v]
`timescale 1ns / 1ps
module decoder4x16_gate(
        input  [3:0]  A,
        input         E,
        output [15:0] Y    
    );
    assign Y[0] =  E & ~A[3] & ~A[2] & ~A[1] & ~A[0];  
    assign Y[1] =  E & ~A[3] & ~A[2] & ~A[1] &  A[0];  
    assign Y[2] =  E & ~A[3] & ~A[2] &  A[1] & ~A[0];  
    assign Y[3] =  E & ~A[3] & ~A[2] &  A[1] &  A[0];  
    assign Y[4] =  E & ~A[3] &  A[2] & ~A[1] & ~A[0];  
    assign Y[5] =  E & ~A[3] &  A[2] & ~A[1] &  A[0];  
    assign Y[6] =  E & ~A[3] &  A[2] &  A[1] & ~A[0];  
    assign Y[7] =  E & ~A[3] &  A[2] &  A[1] &  A[0];  
    assign Y[8] =  E &  A[3] & ~A[2] & ~A[1] & ~A[0];  
    assign Y[9] =  E &  A[3] & ~A[2] & ~A[1] &  A[0];  
    assign Y[10] = E &  A[3] & ~A[2] &  A[1] & ~A[0];  
    assign Y[11] = E &  A[3] & ~A[2] &  A[1] &  A[0];  
    assign Y[12] = E &  A[3] &  A[2] & ~A[1] & ~A[0];  
    assign Y[13] = E &  A[3] &  A[2] & ~A[1] &  A[0];  
    assign Y[14] = E &  A[3] &  A[2] &  A[1] & ~A[0];  
    assign Y[15] = E &  A[3] &  A[2] &  A[1] &  A[0];  
endmodule
==> deck_impl_summary.md <==
Physical Implementation Snapshot

Synth
  • Chip Area, Yosys: 117.6 um2
  • Post-synth seq share: 0%
  • Synthesis warning total: 0
  • Aoi share: 0%
  • Cell area after synthesis: 117.6 um2
  • Post-Synth Adder-Cell Area: 0%
  • Area leader share: 38.30%
  • Comb area leader: simple AND/OR/NAND/NOR gates
  • Unique cell types: 8
  • Synth Area in XOR/XNOR: 0%
  • Yosys stat cell total: 23
  • Syn avg cell area: 5.114 um2
  • Cell type with the largest total area after synthesis: nor2_1
  • Ranking of synthesized cells by area: nor2_1 (38%), nor3_1 (13%), nand3b_1 (13%)
  • Gate count of the mapped netlist: 23
  • Basic Gates by Area: 100.0%
  • Area fraction in mux cells: 0%

Worst setup path
  • Worst EP required: 1.12 ns
  • Cell Chain, Critical Path: buf_8 -> or3b_4 -> buf_4 -> nor2_2 -> buf_2
  • Worst setup SP type: input port
  • Max FO, Critical Path: 4
  • Crit-path max cell delay: 0.41 ns
  • Worst Setup End Kind: output pin
  • Critical path's top delay family: simple AND/OR/NAND/NOR gates
  • Worst path slowest cell: or3b_4
  • Critical path data arrival time: 1.12 ns
  • WS Path Type: input port to output pin
  • Worst Path Buf+Inv: 3

STA
  • Final WS setup: -0.00002942 ns
  • Final Hold Fails: 0
  • Final setup vio count: 1
  • Final slew viol count: 0
  • Relative slew slack: 87.67%
  • RSZ-0062 raised after global routing: true
  • Tcrit/Tclk final: 100.0%
  • Worst-Margin Slew: 0.1844 ns
  • Fin Hold WS: 0.8161 ns
  • Max frequency: 0.7143 GHz
  • Crit path time final: 1.400 ns

Finish
  • Clock tree buffer count of the final layout: 0
  • Share of layout cells above drive strength 1: 68.97%
  • Area grow syn2layout: 354.3%
  • Design area: 534.3 um2
  • Flops: 0
  • Commonest Layout Cell: buf_4
  • Area of the multi-input gates: 187.7 um2
  • Non-filler instance count after layout: 104
  • Most frequent cells in the layout: buf_4 (13), nor2_1 (6), nor2_2 (6)
  • Register area: 0 um2
  • Fillcell total: 389

Drt
  • DR DRC count: 0
  • Final antenna-violating net count: 0
  • Vias per cell: 2.865
  • Routed WL: 1031 um
  • Ant. Diodes: 0
  • DRT iter0 DRCs: 10
  • Initial DRT Pass Iterations: 3
  • Routed vias: 298
  • Avg WL per Cell: 9.913 um

Placement
  • DP Wirelength: 729.7 um
  • Cell Area, Placed: 400.4 um2
  • Port bufs: 21
  • Post-Place Cells: 92
  • GP Congestion: 0.7395

Die
  • Ports: 21
  • Fp_density: 3.443%
  • Die width: 80 um
  • # rows: 21
  • Die height: 80 um
  • Die ar.: 0.006400 mm2
  • Core area: 0.003416 mm2

Global route
  • Gr usage total: 2.909%
  • Global routing met2 resource utilization: 5.618%
  • Antenna violations before repair: 0
  • Largest net degree at the start of global routing: 8
  • GRT overflow: 0
  • Met3 global-route usage: 0.6818%
  • Met1 usage: 3.296%
  • Wire length of the first global-routing pass: 1531 um
  • GRT busiest layer: met2
  • Vias in the first global route: 292

Pwr
  • Lkg Pwr: 0.2404 nW
  • Pwr dens: 179.3 mW/mm2
  • Peak VDD IR: 0.02720 mV

CTS
  • Hold Buf Count CTS: 0

Hold path
  • Worst Hold Class: input port to output pin

Flow run
  • OpenROAD warnings: 34
  • MaxCap Viol Count: 0

Outcome
  • Failing checks: setup timing
  • Outcome: complete, but fails checks
[cell families (layout without fill, tap and decap cells)]
| group | Yosys count | in the layout |
|---|---|---|
| AND/OR/NAND/NOR | 23 | 23 |
| buffers and inverters | 0 | 35 |
[per-stage QoR]
step                util (%)  setup slack (ns)   power (W)     TNS (ns)
finish                 15.64       -0.00002942  0.00009580  -0.00002942
global route           15.64          -0.05187   0.0001036      -0.1871
CTS                    14.80          -0.01718  0.00008615     -0.01718
detailed placement     11.72           -0.6674  0.00005881       -9.050
global placement       11.72           -0.6761  0.00005835       -9.015
floorplan                  -            0.3736  0.00001505            0
[report_power, final]
part | switching, W | internal, W | leakage, nW
combinational | 0.0000405 | 0.0000553 | 0.240
clock | 0 | 0 | 0
sequential | 0 | 0 | 0
[cell type report]
| cell class | instances | area share (%) |
|---|---|---|
| Multi-Input combinational cell | 23 | 35.13 |
| Tap cell | 46 | 10.77 |
| Timing Repair Buffer | 35 | 54.10 |
[metal layers]
metal,vias up,share of wire (%)
met1,131,42
met5,-,0
met4,0,0
met2,14,48
li1,153,-
met3,0,9.7
[worst paths after layout]
kind / start / end / slack, ns / cells past startpoint
min: A[2] / Y[2] / 0.82 / 3
max: A[1] / Y[5] / -0.00003 / 5
[cells in the mapped netlist]
cell type / n
nand2_1: 1
nand2b_1: 2
nand3_1: 1
nand3b_1: 2
nor2_1: 12
nor3_1: 3
nor3_2: 1
or3b_4: 1
[what timing repair did]
action / in CTS / in global routing
setup buffers: 11 / 2
gates resized: 67 / 15
endpoints found under the setup margin: 16 / 9
endpoints found under the hold margin: 0 / 0
pin swaps: 16 / 3
No activity file was given, so power comes from the tool's default toggle rates.
